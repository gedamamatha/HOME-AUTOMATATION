==> /design/flow/design.v <==
`timescale 1ns / 1ps
module home_automation (
    input clk, 
    input rst, 
    output trig,
    input echo,
    output scl,
    inout sda,
    input [3:0] sw,
    output [2:0] led
);
    parameter CLK_FREQ = 100_000_000;
    parameter DISTANCE_THRESHOLD = 50; 
    parameter TEMP_THRESHOLD = 25; 
    parameter CORRECT_CODE = 4'b1010; 
    parameter BME280_ADDR = 8'b11101110; 
    parameter TEMP_REG = 8'hFA; 
    parameter CALIB_00 = 8'h88; 
    parameter [2:0] IDLE       = 3'b000;
    parameter [2:0] START      = 3'b001;
    parameter [2:0] SEND_ADDR  = 3'b010;
    parameter [2:0] SEND_REG   = 3'b011;
    parameter [2:0] REPEAT_START = 3'b100;
    parameter [2:0] READ_ADDR  = 3'b101;
    parameter [2:0] READ_DATA  = 3'b110;
    parameter [2:0] STOP       = 3'b111;
    reg trigger_pulse = 0;
    reg [31:0] echo_duration = 0;
    reg [31:0] distance_cm = 0;
    reg distance_valid = 0;
    reg [31:0] i2c_counter = 0;
    reg [7:0] temperature = 0;
    reg [19:0] temperature_raw = 0;
    reg [15:0] dig_T1;
    reg [16:0] dig_T2;
    reg [16:0] dig_T3;
    reg [7:0] calib_data [0:23];
    reg calib_read_done = 0;
    reg [2:0] state = IDLE;
    reg [3:0] bit_count = 0;
    reg [7:0] i2c_data = 0;
    reg scl_out = 1;
    reg sda_out = 1;
    reg ack_received = 0;
    reg [31:0] delay_counter = 0;
    reg [2:0] read_phase = 0;
    reg [7:0] temp_data [0:2]; 
    integer var_temp; 
    reg code_correct = 0;
    reg [31:0] blink_counter = 0;
    reg blink_led = 0;
    reg light_on = 0;
    reg fan_on = 0;
    assign scl = scl_out;
    assign sda = sda_out ? 1'bz : 1'b0;
    reg [31:0] trigger_counter = 0;
    always @(posedge clk or posedge rst) begin
        if (rst) begin
            trigger_pulse <= 0;
            trigger_counter <= 0;
        end else begin
            if (trigger_counter < 1000) begin 
                trigger_pulse <= 1;
                trigger_counter <= trigger_counter + 1;
            end else if (trigger_counter < CLK_FREQ) begin
                trigger_pulse <= 0;
                trigger_counter <= trigger_counter + 1;
            end else begin
                trigger_counter <= 0;
            end
        end
    end
    assign trig = trigger_pulse;
    reg measuring = 0;
    always @(posedge clk or posedge rst) begin
        if (rst) begin
            echo_duration <= 0;
            distance_cm <= 0;
            distance_valid <= 0;
            measuring <= 0;
        end else begin
            if (echo && !measuring) begin
                measuring <= 1;
                echo_duration <= 0;
            end else if (echo && measuring) begin
                echo_duration <= echo_duration + 1;
            end else if (!echo && measuring) begin
                measuring <= 0;
                distance_valid <= 1;
                distance_cm <= (echo_duration * 343) / (2 * (CLK_FREQ / 100));
            end
        end
    end
    always @(posedge clk or posedge rst) begin
        if (rst) begin
            state <= IDLE;
            scl_out <= 1;
            sda_out <= 1;
            i2c_counter <= 0;
            bit_count <= 0;
            ack_received <= 0;
            delay_counter <= 0;
            read_phase <= 0;
            calib_read_done <= 0;
            temperature <= 0;
            dig_T1 <= 0;
            dig_T2 <= 0;
            dig_T3 <= 0;
        end else begin
            case (state)
                IDLE: begin
                    if (delay_counter < CLK_FREQ/10) begin 
                        delay_counter <= delay_counter + 1;
                    end else begin
                        delay_counter <= 0;
                        if (!calib_read_done) begin
                            state <= START;
                            i2c_data <= {BME280_ADDR, 1'b0}; 
                        end else begin
                            if (i2c_counter < CLK_FREQ) begin 
                                i2c_counter <= i2c_counter + 1;
                            end else begin
                                i2c_counter <= 0;
                                state <= START;
                                i2c_data <= {BME280_ADDR, 1'b0}; 
                            end
                        end
                    end
                end
                START: begin
                    if (delay_counter < CLK_FREQ/1000) begin 
                        delay_counter <= delay_counter + 1;
                    end else begin
                        delay_counter <= 0;
                        sda_out <= 0;
                        state <= SEND_ADDR;
                        bit_count <= 7;
                    end
                end
                SEND_ADDR: begin
                    if (delay_counter < CLK_FREQ/10000) begin 
                        delay_counter <= delay_counter + 1;
                    end else begin
                        delay_counter <= 0;
                        scl_out <= ~scl_out;
                        if (scl_out) begin
                            sda_out <= i2c_data[bit_count];
                        end else begin
                            if (bit_count == 0) begin
                                scl_out <= 1;
                                state <= SEND_REG;
                                if (!calib_read_done) begin
                                    i2c_data <= CALIB_00; 
                                end else begin
                                    i2c_data <= TEMP_REG; 
                                end
                                bit_count <= 7;
                            end else begin
                                bit_count <= bit_count - 1;
                            end
                        end
                    end
                end
                SEND_REG: begin
                    if (delay_counter < CLK_FREQ/10000) begin 
                        delay_counter <= delay_counter + 1;
                    end else begin
                        delay_counter <= 0;
                        scl_out <= ~scl_out;
                        if (scl_out) begin
                            sda_out <= i2c_data[bit_count];
                        end else begin
                            if (bit_count == 0) begin
                                scl_out <= 1;
                                state <= REPEAT_START;
                            end else begin
                                bit_count <= bit_count - 1;
                            end
                        end
                    end
                end
                REPEAT_START: begin
                    if (delay_counter < CLK_FREQ/1000) begin 
                        delay_counter <= delay_counter + 1;
                    end else begin
                        delay_counter <= 0;
                        sda_out <= 1;
                        scl_out <= 1;
                        state <= READ_ADDR;
                        i2c_data <= {BME280_ADDR, 1'b1}; 
                        bit_count <= 7;
                    end
                end
                READ_ADDR: begin
                    if (delay_counter < CLK_FREQ/10000) begin 
                        delay_counter <= delay_counter + 1;
                    end else begin
                        delay_counter <= 0;
                        scl_out <= ~scl_out;
                        if (scl_out) begin
                            ack_received <= ~sda;
                        end else begin
                            if (bit_count == 0) begin
                                scl_out <= 1;
                                state <= READ_DATA;
                                bit_count <= 7;
                                if (!calib_read_done) begin
                                    read_phase <= 0;
                                end else begin
                                    read_phase <= 3;
                                end
                            end else begin
                                bit_count <= bit_count - 1;
                            end
                        end
                    end
                end
                READ_DATA: begin
                    if (delay_counter < CLK_FREQ/10000) begin 
                        delay_counter <= delay_counter + 1;
                    end else begin
                        delay_counter <= 0;
                        scl_out <= ~scl_out;
                        if (scl_out) begin
                            if (!calib_read_done) begin
                                calib_data[{read_phase, bit_count}] <= sda;
                            end else if (read_phase > 0) begin
                                temp_data[read_phase-1][bit_count] <= sda;
                            end
                        end else begin
                            if (bit_count == 0) begin
                                if (read_phase == 0) begin
                                    dig_T1 <= {calib_data[1], calib_data[0]};
                                    dig_T2 <= {calib_data[3], calib_data[2]};
                                    dig_T3 <= {calib_data[5], calib_data[4]};
                                    if (read_phase < 23) begin
                                        read_phase <= read_phase + 1;
                                        bit_count <= 7;
                                    end else begin
                                        calib_read_done <= 1;
                                        state <= STOP;
                                    end
                                end else if (read_phase > 1) begin
                                    read_phase <= read_phase - 1;
                                    bit_count <= 7;
                                end else begin
                                    temperature_raw <= {temp_data[0], temp_data[1], temp_data[2][7:4]};
                                    state <= STOP;
                                    var_temp = (temperature_raw / 16) - (dig_T1 * 2);
                                    var_temp = (var_temp * dig_T2) / 2048;
                                    var_temp = (var_temp + (dig_T3 * var_temp) / 4096) / 1024;
                                    temperature <= var_temp / 100; 
                                end
                            end else begin
                                bit_count <= bit_count - 1;
                            end
                        end
                    end
                end
                STOP: begin
                    if (delay_counter < CLK_FREQ/1000) begin  
                        delay_counter <= delay_counter + 1;
                    end else begin
                        delay_counter <= 0;
                        sda_out <= 0;
                        scl_out <= 0;
                        state <= IDLE;
                    end
                end
            endcase
        end
    end
    always @(posedge clk or posedge rst) begin
        if (rst) begin
            code_correct <= 0;
        end else begin
            code_correct <= (sw == CORRECT_CODE);
        end
    end
    always @(posedge clk or posedge rst) begin
        if (rst) begin
            blink_counter <= 0;
            blink_led <= 0;
        end else if (!code_correct) begin
            if (blink_counter < CLK_FREQ / 2) begin
                blink_counter <= blink_counter + 1;
                blink_led <= 1;
            end else if (blink_counter < CLK_FREQ) begin
                blink_counter <= blink_counter + 1;
                blink_led <= 0;
            end else begin
                blink_counter <= 0;
            end
        end else begin
            blink_led <= 0;
        end
    end
    always @(posedge clk or posedge rst) begin
        if (rst) begin
            light_on <= 0;
            fan_on <= 0;
        end else begin
            if (distance_valid && distance_cm < DISTANCE_THRESHOLD && code_correct) begin
                light_on <= 1;
                fan_on <= 1;
            end else begin
                light_on <= 0;
            end
            if (temperature > TEMP_THRESHOLD && code_correct) begin
                fan_on <= 1;
            end else if (distance_cm >= DISTANCE_THRESHOLD) begin
                fan_on <= 0;
            end
        end
    end
    assign led[0] = light_on; 
    assign led[1] = fan_on; 
    assign led[2] = blink_led; 
endmodule
==> /design/flow/run.sh <==
#!/bin/bash
# OpenROAD 26Q1-2900-gdf79404cd8, Yosys 0.63+post, stock flow scripts
make -C /OpenROAD-flow-scripts/flow DESIGN_CONFIG=/design/flow/config.mk WORK_HOME=/design/flow/orfs finish
==> /design/flow/config.mk <==
export PLATFORM = sky130hd
export DESIGN_NAME = home_automation
export DESIGN_NICKNAME = home_automation
export VERILOG_FILES = /design/flow/design.v
export SDC_FILE = /design/flow/constraint.sdc
export NUM_CORES = 4
export LEC_CHECK = 1
export CORE_UTILIZATION = 30
==> /design/flow/constraint.sdc <==
current_design home_automation

set clk_period 26.6
set clk_io_pct 0.2

create_clock -name clk0 -period $clk_period [get_ports {clk}]

set non_clock_inputs [all_inputs -no_clocks]
set_input_delay [expr $clk_period * $clk_io_pct] -clock clk0 $non_clock_inputs
set_output_delay [expr $clk_period * $clk_io_pct] -clock clk0 [all_outputs]
==> qor.yml <==
cts_setup_buffers: 0
warnings: 60
power.density_nw_per_um2: 35.01
ys_sh_aoi: 0.1946
clockBufferDepth: 2
wl_per_cell_um: 13.74
finalHoldViolations: 0
ys_cells: 2115
ys_sh_simple: 0.2104
root_buffer: "clkbuf_16"
final_max_slew_viol_count: 0
antenna_found_initial: 0
period_minus_slack_ns: 17.50
critPathKind: "reg2reg"
fin_crit_sh: 0.6579
drive_gt1_frac: 0.06494
rows: 89
critPathCaptureType: "flop"
synth.comb.largest_family: "simple AND/OR/NAND/NOR gates"
port-buffer-count: 11
grt_pass1_wl_mm: 69.35
max_slew_margin: 0.3487
synthCells: 2115
die_area_um2: 61010
ys_seq_frac: 0.2182
synth_flops: 157
ant_nets: 0
start_kind: "flop"
die_h_um: 247.0
grt_max_degree: 64
cp_max_fo: 17
initCoreUtil: 0.3046
die_x_um: 247.0
synthArstFlopShare: 1.000
synth_top_cell_by_area: "dfrtp_1"
edf_count: 0
synth_area_um2: 18010
yosys_area_um2: 18010
top_cell_area_share: 0.2168
fin_skew_ns: 0.008033
syn_to_final_growth_pct: 8.504
drt_wl_total_mm: 39.81
ys_sh_adder: 0.2077
grt_pass1_vias: 14213
core_um2: 59130
grt-ovfl-total: 0
cts_tree: "built"
outcome: "finished clean"
cts.sinks: 157
cp_common_cell: "inv_1"
htreeDepth: 4
ys_sh_xor: 0.1066
clkLatencyLatePin_ns: 0.43
gp_congestion: 0.9176
insertedDiodeCount: 0
final-setup-viol-count: 0
via_per_inst: 5.140
mux_share: 0.01278
clk_pin_slew_ns: 0.06
critPathBufInv: 5
dr.pass1.iters: 22
track_usage: 0.1378
critPathSlowestCell: "o31ai_2"
reg2reg_slack_ns: 9.10
io_pins: 13
syn_area_per_cell_um2: 8.515
cts-resized-gates: 0
vdd_drop_max_mv: 0.03258
ys_warn_count: 4
utilization: 0.3305
netlist-cell-type-count: 122
drt_iter0_drc: 745
setup_tns_ns: 0
cts_buffers: 17
cts_hold_buf: 0
hold_class: "reg2reg"
timing.max_cap.violations: 0
fin_hold_ws_ns: 0.4907
cp_top_family: "AND-OR/OR-AND gates"
max_stage_delay_ns: 0.84
via_count: 14897
area_leaders: "dfrtp_1 (22%), fa_1 (11%), ha_1 (9.0%), xnor2_1 (5.8%), nor2_1 (5.8%)"
max_freq_ghz: 0.05714
worst_slew_pin_slew_ns: 0.9710
yosys_most_used_dff: "dfrtp_1"
required_ns: 26.90
drcViolationCount: 0
cellLeakagePower_nw: 8.916
post-dp-hpwl_mm: 31.49
arrival_ns: 17.80
rsz0062_at_grt: "false"
-- registers in the layout, indices dropped and copies added (netlist names), 3 cells and up --
register         flops
blink_counter       32
delay_counter       32
echo_duration       32
trigger_counter     32
distance_cm         11
bit_count            4
read_phase           3
state                3
-- cells in the final DEF (no fill, tap or decap), drive strengths merged, types with 28 or more instances in the layout --
master,count
a21o,28
a21oi,118
dfrtp,156
fa,100
ha,130
inv,160
nand2,174
nand3,84
nand4,39
nor2,280
nor3,41
o21ai,99
xnor2,123
xor2,91
-- routing by layer --
metal / up-vias / wire length, um / GRT usage / part of all wire
met5: - / 0 / 0 / 0
met4: 0 / 278 / 0.01180 / 0.0070
met3: 24 / 1433 / 0.01928 / 0.036
met2: 247 / 18180 / 0.2177 / 0.46
met1: 7174 / 19920 / 0.2110 / 0.50
li1: 7452 / - / - / -
-- cells in the mapped netlist, types with 10 or more instances --
| master | instances |
|---|---|
| a31oi_1 | 25 |
| fa_1 | 100 |
| nand2b_1 | 19 |
| dfrtp_1 | 156 |
| o211ai_1 | 14 |
| buf_4 | 14 |
| or2_2 | 10 |
| o21ai_0 | 77 |
| or3_1 | 16 |
| nor3_1 | 38 |
| nor2b_1 | 10 |
| nand3_1 | 83 |
| nor4_1 | 16 |
| or4_1 | 10 |
| and2_1 | 15 |
| ha_1 | 130 |
| inv_1 | 153 |
| o21a_1 | 15 |
| a21o_1 | 28 |
| a21oi_1 | 112 |
| nand4_1 | 39 |
| and3_1 | 21 |
| o21ai_1 | 16 |
| a211oi_1 | 19 |
| clkbuf_1 | 31 |
| nor2_1 | 277 |
| mux2i_1 | 14 |
| xnor2_1 | 119 |
| maj3_1 | 10 |
| nand2_1 | 172 |
| xor2_1 | 89 |
| nor3b_1 | 10 |
| o31ai_1 | 14 |
-- per-stage QoR --
stage	power [mW]	cell area [um^2]	instances	worst slack, ns
after floorplan	0.3965	18060	2128	12.04
after global placement	0.4275	18910	2866	9.977
after detailed placement	0.4310	18910	2866	9.366
after CTS	0.6947	19540	2898	9.291
after global routing	0.7298	19540	2898	7.962
final	0.6842	19540	2898	9.099
-- worst min-delay path, cell delays in order (launching register included) --
cell and delay, ns:
dfrtp_1 0.33, a31oi_1 0.05, nor2_1 0.07
-- path summary, 6_finish.rpt --
check                                                    from                       endpoint  cells past startpoint
worst max-delay path            echo_duration[12]$_DFFE_PP0P_     distance_cm[1]$_DFFE_PP0P_                     54
worst min-delay path            blink_counter[31]$_DFFE_PP0N_  blink_counter[31]$_DFFE_PP0N_                      2
worst max register to register  echo_duration[12]$_DFFE_PP0P_     distance_cm[1]$_DFFE_PP0P_                     54
worst min register to register  blink_counter[31]$_DFFE_PP0N_  blink_counter[31]$_DFFE_PP0N_                      2
max in group asynchronous                                 rst  trigger_counter[20]$_DFF_PP0_                      3
min in group asynchronous                                 rst  trigger_counter[10]$_DFF_PP0_                      2
-- final cells by class --
type	count	area (um^2)
multi-input combinational	1760	13240
sequential	157	3930
clock buffer	19	452.9
timing repair buffer	23	200.2
tap	773	967.2
fill	5904	39590
clock inverter	13	173.9
inverter	153	579.3
-- power breakdown --
group          total, mW  switching [mW]  internal [mW]
combinational      0.136          0.0787         0.0571
clock              0.258           0.103          0.155
sequential         0.290          0.0288          0.261
-- cells by family (layout without fill, tap and decap cells) --
logic type | count (synthesis) | in the layout
buffers and inverters | 211 | 208
AOI/OAI and AO/OA | 484 | 484
adders and majority gates | 241 | 241
DFF | 157 | 157
and+or+nand+nor | 785 | 785
other | 1 | 14
muxes | 22 | 22
xor gates and xnor gates | 214 | 214
Power and IR drop assume default switching activity.
